==> flow/design.v <==
`timescale 1ns / 1ps
module Mux14Bit2to1(out, inA, inB, sel);
    output reg [13:0] out;
    input [13:0] inA;
    input [13:0] inB;
    input sel;
    always @ (inA, inB, sel) begin
       if (sel == 1)
            out <= inB;    
       else
            out <= inA;
    end
endmodule
==> flow/run.sh <==
#!/bin/bash
# OpenROAD 26Q1-2900-gdf79404cd8, Yosys 0.63+post, stock flow scripts
make -C /OpenROAD-flow-scripts/flow DESIGN_CONFIG=/design/flow/config.mk WORK_HOME=/design/flow/orfs finish
==> flow/config.mk <==
export PLATFORM = sky130hd
export DESIGN_NAME = Mux14Bit2to1
export DESIGN_NICKNAME = Mux14Bit2to1
export VERILOG_FILES = /design/flow/design.v
export SDC_FILE = /design/flow/constraint.sdc
export NUM_CORES = 4
export LEC_CHECK = 1
export CORE_AREA = 10 10 70 70
export DIE_AREA = 0 0 80 80
==> flow/constraint.sdc <==
current_design Mux14Bit2to1

set clk_period 1.0
set clk_io_pct 0.2

create_clock -name clk0 -period $clk_period

set non_clock_inputs [all_inputs -no_clocks]
set_input_delay [expr $clk_period * $clk_io_pct] -clock clk0 $non_clock_inputs
set_output_delay [expr $clk_period * $clk_io_pct] -clock clk0 [all_outputs]
==> results.py <==
# Flow results
metrics = {
    "route": {
        "drc": 0,
        "drt-pass1-iter-count": 2,
        "viasPerCell": 3.11,
        "wl_met3_um": 508,
        "ant_nets": 0,
        "num_antenna_cells": 0,
        "top_layer_used": "met3",
        "avgRoutedWirePerCell_um": 17.1,
        "via_count": 336,
        "wl_met2_um": 299,
        "drt_iter0_drc": 10,
        "wl_um": 1840,
        "drt-met1-wl_um": 1040,
    },
    "hold_path": {
        "min_path_cells": 3,
        "hold_class": "input port to output pin",
        "whs_endpoint": "out[0]",
        "hp-start": "inB[0]",
    },
    "worst_setup_path": {
        "path_cells": "buf_8 -> buf_16 -> buf_6 -> mux2_4 -> buf_2",
        "worst-path-buf-inv": 4,
        "critPathTopFamily": "buffers and inverters",
        "crit_fanout": 7,
        "critPathMaxStageDelay_ns": 0.28,
        "cp-end-kind": "output pin",
        "criticalPathCategory": "input port to output pin",
        "arrival_ns": 0.95,
        "critPathLaunchType": "input port",
        "required_ns": 0.80,
        "slowest_stage": "mux2_4",
    },
    "timing": {
        "fin_ws_ns": -0.151,
        "worst_pin_slew_ns": 0.121,
        "tns_ns": -1.17,
        "final_hold_viol_count": 0,
        "min_period_over_period_pct": 115,
        "setup_viol": 14,
        "hold_ws_ns": 0.802,
        "rsz0062_at_grt": "yes",
        "final.min_clock_period_ns": 1.15,
        "slew_headroom_pct": 91.9,
        "max_freq_mhz": 869,
        "final_max_slew_viol_count": 0,
    },
    "floorplan": {
        "num_rows": 21,
        "num_io_pins": 43,
        "fp.dieH_um": 80,
        "core_area_um2": 3420,
        "fp_util_pct": 4.95,
        "die_area_um2": 6400,
        "die_w_um": 80,
    },
    "power_and_ir_drop": {
        "leakagePower_uw": 0.000382,
        "intPower_uw": 217,
        "switchingPower_uw": 84.4,
        "seqPwrFrac_pct": 0,
        "powerDensity_nw_per_um2": 408,
        "switching_share_pct": 28.0,
        "combinationalPowerShare_pct": 100.0,
        "peakVddDrop_mv": 0.122,
        "clock_power_share_pct": 0,
    },
    "final_layout": {
        "final_cell_mix": "dlygate4sd2_1, mux2_4, buf_6, buf_2",
        "syn_to_final_growth_pct": 337,
        "drive_above_1_share_pct": 54.8,
        "combGateArea_um2": 206,
        "fillCellCount": 389,
        "final_common_cell": "dlygate4sd2_1",
        "seq_cell_count": 0,
        "clkbuf_count": 0,
        "regArea_um2": 0,
    },
    "global_route": {
        "antenna_found_initial": 0,
        "overflow": 0,
        "grtUsageTotal_pct": 5.59,
        "grt_max_degree": 8,
        "grt_pass1_wl_um": 2590,
        "grt_pass1_vias": 398,
    },
    "synth": {
        "syn_area_um2": 169,
        "ys_seq_share_pct": 0,
        "yosysWarningCount": 1,
        "yosys_cells": 15,
        "top_cells_by_area": "mux2_2, buf_6",
        "synth_area_per_cell_um2": 11.3,
        "ys_chip_area_um2": 169,
        "ys_types": 2,
        "yosys.area.top_type": "mux2_2",
        "syn_inst": 15,
        "top_area_share_pct": 93.3,
    },
    "status": {
        "status": "finished, violations left",
        "violations": "setup timing",
    },
    "placement": {
        "io_buffers": 43,
        "place_congestion": 0.847,
    },
    "clock_tree": {
        "hold_buffers": 0,
    },
    "run": {
        "warnings": 34,
        "drv_cap": 0,
    },
}
stage by stage:
step / area [um^2] / util (%) / std cells / power, uW / setup WS [ns]
finish: 738 / 21.6 / 108 / 302 / -0.151
global route: 738 / 21.6 / 108 / 325 / -0.170
CTS: 726 / 21.2 / 108 / 295 / -0.151
detailed placement: 666 / 19.5 / 104 / 277 / -0.859
global placement: 666 / 19.5 / 104 / 281 / -0.851
floorplan: 169 / - / 15 / 49.0 / 0.183
synth_stat cells:
master / number
buf_6: 1
mux2_2: 14
per-layer routing:
layer / track usage (%) / vias up
met5: 0 / -
li1: - / 152
met1: 9.16 / 139
met4: 0 / 0
met2: 3.61 / 45
met3: 6.59 / 0
cell type report:
type	instances	area share, %
timing repair buffer	48	64.2
multi-input combinational	14	28.0
tap	46	7.80
timing repair:
action	4_1_cts	5_1_grt
endpoints found under the setup margin	14	14
resized	107	2
cloned	1	0
buffers inserted	3	0
cell families (layout without fill, tap and decap cells):
| kind of cell | count (synthesis) | in the layout | synth area share [%] |
|---|---|---|---|
| muxes | 14 | 14 | 93.3 |
| buffers and inverters | 1 | 48 | 6.67 |
worst max-delay path by stage:
stage,slack (ns),start,to,cells past startpoint
5_1_grt,-0.17,sel,out[1],5
6_report,-0.15,sel,out[11],5
4_1_cts,-0.15,sel,out[11],5
power by group through the flow:
stage	sequential [uW]	clock, uW	combinational, uW
finish	0	0	302
global route	0	0	325
CTS	0	0	295
Power is estimated from default activity; no workload was simulated.
